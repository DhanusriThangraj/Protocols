<file path="/design/flow/config.mk">
export PLATFORM = sky130hd
export DESIGN_NAME = axi_lite_master
export DESIGN_NICKNAME = axi_lite_master
export VERILOG_FILES = /design/flow/design.v
export SDC_FILE = /design/flow/constraint.sdc
export NUM_CORES = 4
export LEC_CHECK = 1
export CORE_UTILIZATION = 30
</file>
<file path="/design/flow/constraint.sdc">
current_design axi_lite_master

set clk_period 3.9
set clk_io_pct 0.2

create_clock -name clk0 -period $clk_period [get_ports {aclk}]

set non_clock_inputs [all_inputs -no_clocks]
set_input_delay [expr $clk_period * $clk_io_pct] -clock clk0 $non_clock_inputs
set_output_delay [expr $clk_period * $clk_io_pct] -clock clk0 [all_outputs]
</file>
<file path="/design/flow/design.v">
module axi_lite_master(
  input aclk,
  input areset,
  input wr_go,
  input rd_go,
  input [31:0] waddr,
  input [31:0] raddr,
  input [31:0] w_data,
  output reg [31:0] awaddr,
  output reg        awvalid,
  input             awready,
  output reg [31:0] wdata,
  output reg [3:0]  wstrb,
  output reg        wvalid,
  input             wready,
  input             bvalid,
  output reg        bready,
  input [1:0]       bresp,
  output reg [31:0] araddr,
  output reg        arvalid,
  input             arready,
  input [31:0]      rdata,
  input             rvalid,
  output reg        rready,
  input [1:0]       rresp,
   input aw_done, w_done
);
  parameter W_IDLE       = 3'b000,
            W_SEND       = 3'b001,
            W_RESP       = 3'b010;
  parameter R_IDLE       = 3'b011,
            R_ADDR       = 3'b100,
            R_DATA       = 3'b101;
  reg [2:0] wstate, wnext_state;
  reg [2:0] rstate, rnext_state;
  reg [31:0] rdata_reg;
 assign wstrb = 4'b1101;
  always @(posedge aclk or posedge areset) begin
    if (areset)
      wstate <= W_IDLE;
    else
      wstate <= wnext_state;
  end
  always @(*) begin
    case (wstate)
      W_IDLE :wnext_state = wr_go ? W_SEND : W_IDLE;
      W_SEND :wnext_state = (aw_done && w_done) ? W_RESP : W_SEND;
      W_RESP :wnext_state = (bvalid && bready) ? W_IDLE : W_RESP;
      default :
        wnext_state = W_IDLE;
    endcase
  end
  always @(posedge aclk or posedge areset) begin
    if (areset) begin
      awvalid <= 0;
      wvalid  <= 0;
      bready  <= 0;
      awaddr  <= 0;
      wdata   <= 0;
    end else begin
      case (wstate)
        W_IDLE: begin
          bready  <= 0;
          if (wr_go) begin
            awaddr  <= waddr;
            wdata   <= w_data;
            awvalid <= 1;
            wvalid  <= 1;
          end
        end
        W_SEND: begin
          if (awvalid && awready) begin
            awvalid <= 0;
          end
          if (wvalid && wready) begin
            wvalid <= 0;
          end
          if (aw_done && w_done)
            bready <= 1;
        end
        W_RESP: begin
          if (bvalid && bready)
            bready <= 0;
        end
      endcase
    end
  end
  always @(posedge aclk or posedge areset) begin
    if (areset)
      rstate <= R_IDLE;
    else
      rstate <= rnext_state;
  end
  always @(*) begin
    case (rstate)
      R_IDLE :
        rnext_state = rd_go ? R_ADDR : R_IDLE;
      R_ADDR :
        rnext_state = (arvalid && arready) ? R_DATA : R_ADDR;
      R_DATA :
        rnext_state = (rvalid && rready) ? R_IDLE : R_DATA;
      default :
        rnext_state = R_IDLE;
    endcase
  end
  always @(posedge aclk or posedge areset) begin
    if (areset) begin
      arvalid    <= 0;
      rready     <= 0;
      araddr     <= 0;
      rdata_reg  <= 0;
    end else begin
      case (rstate)
        R_IDLE: begin
          if (rd_go) begin
            araddr  <= raddr;
            arvalid <= 1;
          end
        end
        R_ADDR: begin
          if (arvalid && arready) begin
            arvalid <= 0;
            rready  <= 1;
          end
        end
        R_DATA: begin
          if (rvalid && rready) begin
            rdata_reg <= rdata;
            rready    <= 0;
          end
        end
      endcase
    end
  end
endmodule
</file>
<file path="/design/flow/run.sh">
#!/bin/bash
# OpenROAD 26Q1-2900-gdf79404cd8, Yosys 0.63+post, stock flow scripts
make -C /OpenROAD-flow-scripts/flow DESIGN_CONFIG=/design/flow/config.mk WORK_HOME=/design/flow/orfs finish
</file>
==> impl_results.html <==
<p>Metrics extracted from the flow reports.</p>
<table>
<tr><th>Metric</th><th>Value</th></tr>
<tr><th colspan="2">Final layout</th></tr>
<tr><td>Relative area change from synthesis to final layout</td><td>59.2%</td></tr>
<tr><td>Layout Utilization</td><td>between 40% and 50%</td></tr>
<tr><td>Share of final-layout standard cells stronger than drive strength 1</td><td>24.3%</td></tr>
<tr><td>Post-route insts no fill</td><td>about 650</td></tr>
<tr><th colspan="2">Drt</th></tr>
<tr><td>Count of antenna diodes in the layout</td><td>0</td></tr>
<tr><td>Via-per-instance ratio</td><td>4.29</td></tr>
<tr><td>Detail-routed net length per standard cell</td><td>14.2 µm</td></tr>
<tr><td>Routed Wire Length</td><td>9.24 mm</td></tr>
<tr><td>Number of vias in the routed layout</td><td>between 2k and 3k</td></tr>
<tr><td>Number of design rule violations left after detail routing</td><td>0</td></tr>
<tr><td>Starting DRT DRC Count</td><td>about 80</td></tr>
<tr><td>First drt pass iteration count</td><td>3</td></tr>
<tr><td>Number of nets with antenna violations after routing</td><td>0</td></tr>
<tr><th colspan="2">Synthesis</th></tr>
<tr><td>Instance tally after logic synthesis</td><td>roughly 260</td></tr>
<tr><td>Flops out of synthesis</td><td>107</td></tr>
<tr><td>Netlist cell types</td><td>20</td></tr>
<tr><td>Top cells by area</td><td>sky130_fd_sc_hd__dfrtp_1 (62%), sky130_fd_sc_hd__mux2_4 (17%), sky130_fd_sc_hd__mux2_2 (12%)</td></tr>
<tr><td>Area leader share</td><td>between 60% and 70%</td></tr>
<tr><td>Cell taking the most area after synthesis</td><td>sky130_fd_sc_hd__dfrtp_1</td></tr>
<tr><td>Cell area after synthesis</td><td>~4300 µm²</td></tr>
<tr><td>Portion of the post-synthesis area used by sequential elements</td><td>approximately 63%</td></tr>
<tr><td>Area figure in the yosys stat output</td><td>between 4000 and 5000 µm²</td></tr>
<tr><td>Yosys warns</td><td>2</td></tr>
<tr><td>Cell total in the yosys stat output</td><td>~260</td></tr>
<tr><td>Post-synthesis average cell area</td><td>approximately 17 µm²</td></tr>
<tr><th colspan="2">Worst setup path</th></tr>
<tr><td>Largest fanout on the critical path</td><td>34</td></tr>
<tr><td>Kind of critical path</td><td>in -&gt; reg</td></tr>
<tr><td>Startpoint type of the worst setup path</td><td>primary input</td></tr>
<tr><td>Reg-to-reg setup timing slack</td><td>2150 ps</td></tr>
<tr><td>Required time of the worst setup path</td><td>4130 ps</td></tr>
<tr><td>Arr. time, crit path</td><td>between 2000 and 2500 ps</td></tr>
<tr><td>Critical Path Sink Type</td><td>flip-flop</td></tr>
<tr><th colspan="2">Power</th></tr>
<tr><td>Leak</td><td>~3.2 nW</td></tr>
<tr><td>PwrDens</td><td>between 400 and 500 nW/µm²</td></tr>
<tr><td>Maximum VDD drop</td><td>0.000171 V</td></tr>
<tr><th colspan="2">Final timing</th></tr>
<tr><td>Number of max-slew violations in the final report</td><td>0</td></tr>
<tr><td>Fin worst setup slack</td><td>about 1600 ps</td></tr>
<tr><td>Max transition margin</td><td>around 56%</td></tr>
<tr><td>Period Utilization, post-route</td><td>58.1%</td></tr>
<tr><td>Setup Total Neg Slack</td><td>0 ps</td></tr>
<tr><td>Fmax</td><td>442 MHz</td></tr>
<tr><td>Hold Violations, Final</td><td>0</td></tr>
<tr><td>Setup clock skew after layout</td><td>7.00 ps</td></tr>
<tr><td>Unrepaired setup endpoints after global routing</td><td>no</td></tr>
<tr><td>Measured slew at the worst slew-check pin</td><td>between 600 and 700 ps</td></tr>
<tr><td>Period minus WS final</td><td>approximately 2300 ps</td></tr>
<tr><td>Setup Viol. Count Final</td><td>0</td></tr>
<tr><th colspan="2">Flow run</th></tr>
<tr><td>Tool warnings</td><td>61</td></tr>
<tr><td>Max-cap check violation count</td><td>0</td></tr>
<tr><th colspan="2">Global route</th></tr>
<tr><td>Initial antenna violation count</td><td>1</td></tr>
<tr><td>Maximum number of pins on one net before global-route repair</td><td>56</td></tr>
<tr><td>Global-route wire length before repair</td><td>about 15 mm</td></tr>
<tr><td>Congestion Overflow GR</td><td>0</td></tr>
<tr><td>Number of global-route vias before repair</td><td>approximately 2.9k</td></tr>
<tr><td>All-Layer GR Usage</td><td>12.9%</td></tr>
<tr><th colspan="2">Place</th></tr>
<tr><td>I/O Buffers</td><td>between 200 and 250</td></tr>
<tr><td>Worst setup slack after placement</td><td>1260 ps</td></tr>
<tr><td>Gpl congestion</td><td>between 0.7 and 0.8</td></tr>
<tr><td>Final HPWL from detailed placement</td><td>around 6.5 mm</td></tr>
<tr><td>Number of placed cells counting well taps</td><td>approximately 630</td></tr>
<tr><th colspan="2">Floorplanning</th></tr>
<tr><td>Die area</td><td>about 15,000 µm²</td></tr>
<tr><td>Die extent in x</td><td>121 µm</td></tr>
<tr><td>Std-Cell Rows</td><td>approximately 43</td></tr>
<tr><td>Fp_density</td><td>30.8%</td></tr>
<tr><td>Core Region</td><td>between 10,000 and 15,000 µm²</td></tr>
<tr><td>Boundary pin count</td><td>roughly 250</td></tr>
<tr><td>Die extent in y</td><td>121 µm</td></tr>
<tr><th colspan="2">Clock network</th></tr>
<tr><td>Number of buffers inserted during clock tree synthesis</td><td>9</td></tr>
<tr><td>TritonCTS clock tree</td><td>built</td></tr>
<tr><td>Maximum count of clock buffers along a single path</td><td>2</td></tr>
<tr><td>Setup Buffers After CTS</td><td>0</td></tr>
<tr><td>Insertion delay to the later sink of the worst-skew pair</td><td>340 ps</td></tr>
<tr><td>Clock Root Buffer</td><td>sky130_fd_sc_hd__clkbuf_16</td></tr>
<tr><td>CTS Hold Buffers Added</td><td>0</td></tr>
<tr><td>Number of levels the H-tree was split into</td><td>3</td></tr>
<tr><td>Total number of clock tree sinks</td><td>approximately 110</td></tr>
<tr><td>Post-CTS sizing</td><td>0</td></tr>
<tr><td>Clock slew at reported path FFs</td><td>roughly 70 ps</td></tr>
<tr><th colspan="2">Outcome</th></tr>
<tr><td>Outcome</td><td>finished clean</td></tr>
<tr><th colspan="2">Hold path</th></tr>
<tr><td>Hold/Removal Path Class</td><td>reg -&gt; reg</td></tr>
</table>
[cell type report]
| type | count | area (µm²) |
|---|---|---|
| flip-flops and latches | 107 | 2680 |
| multi-input cells | 134 | 1480 |
| clock inverters | 2 | 37.5 |
| well taps | 180 | 225 |
| inverters | 3 | 13.8 |
| fillers | 1224 | 7090 |
| clock buffers | 14 | 244 |
| repair buffers | 210 | 2120 |
[where the power goes]
| group | switching (mW) | total (mW) | internal (mW) |
|---|---|---|---|
| registers | 0.0861 | 1.37 | 1.29 |
| logic | 0.120 | 0.617 | 0.497 |
| clock network | 0.381 | 0.881 | 0.500 |
[critical path, stage by stage]
cell and delay, ps:
sky130_fd_sc_hd__clkdlybuf4s50_1 490, sky130_fd_sc_hd__nand2_4 470, sky130_fd_sc_hd__buf_12 320, sky130_fd_sc_hd__mux2_2 370
[logic make-up after synthesis]
kind of cell	synth area share, %
other	0.176
flip-flops	62.8
AND-OR/OR-AND	1.93
buffers and inverters	3.02
AND/OR/NAND/NOR	1.99
multiplexers	30.1
[worst paths after layout]
check / to / start / cells past startpoint
worst max register to register: awaddr[29]$_DFFE_PP0P_ / wstate[0]$_DFF_PP1_ / 3
worst min register to register: rstate[0]$_DFF_PP1_ / rstate[0]$_DFF_PP1_ / 2
worst max-delay path: wdata[19]$_DFFE_PP0P_ / wr_go / 4
worst min-delay path: rstate[0]$_DFF_PP1_ / rstate[0]$_DFF_PP1_ / 2
min in group asynchronous: araddr[2]$_DFFE_PP0P_ / areset / 2
max in group asynchronous: wstate[0]$_DFF_PP1_ / areset / 3
[sequential cells by signal (all words and copies together), names as in the netlist]
register / cells
araddr: 32
awaddr: 32
wdata: 32
rstate: 3
wstate: 3
arvalid: 1
awvalid: 1
bready: 1
rready: 1
wvalid: 1
[layer usage]
layer	GRT usage, %	vias to the layer above	part of all wire, %
met5	0	-	0.14
met4	2.55	2	2.3
met3	3.93	15	9.7
met2	18.5	126	43
met1	20.0	1343	45
li1	-	1301	-
[synth_stat cells (all sizes together)]
| master | instances |
|---|---|
| nand2b | 1 |
| conb | 2 |
| dfstp | 2 |
| a21oi | 2 |
| o311ai | 1 |
| mux2i | 2 |
| o2bb2ai | 2 |
| inv | 3 |
| a32o | 2 |
| buf | 14 |
| nand2 | 17 |
| mux2 | 96 |
| o21ai | 2 |
| nand3 | 3 |
| o21bai | 1 |
| a22o | 1 |
| dfrtp | 105 |
[cells in the final DEF (no fill, tap or decap)]
master,synthesis,layout
sky130_fd_sc_hd__a21oi_1,2,2
sky130_fd_sc_hd__a22o_1,1,1
sky130_fd_sc_hd__a32o_1,2,2
sky130_fd_sc_hd__buf_12,0,2
sky130_fd_sc_hd__buf_4,4,1
sky130_fd_sc_hd__bufinv_16,0,1
sky130_fd_sc_hd__clkbuf_1,0,5
sky130_fd_sc_hd__clkbuf_16,0,9
sky130_fd_sc_hd__clkdlybuf4s50_1,0,207
sky130_fd_sc_hd__clkinvlp_4,0,1
sky130_fd_sc_hd__conb_1,2,4
sky130_fd_sc_hd__dfrtp_1,105,105
sky130_fd_sc_hd__dfstp_2,2,2
sky130_fd_sc_hd__inv_1,3,2
sky130_fd_sc_hd__inv_4,0,1
sky130_fd_sc_hd__mux2_2,47,47
sky130_fd_sc_hd__mux2_4,49,49
sky130_fd_sc_hd__mux2i_1,2,2
sky130_fd_sc_hd__nand2_1,17,16
sky130_fd_sc_hd__nand2_4,0,1
sky130_fd_sc_hd__nand2b_1,1,1
sky130_fd_sc_hd__nand3_1,3,3
sky130_fd_sc_hd__o21ai_0,2,2
sky130_fd_sc_hd__o21bai_1,1,1
sky130_fd_sc_hd__o2bb2ai_1,2,2
sky130_fd_sc_hd__o311ai_0,1,1
[per-stage QoR]
step	area [µm²]	power, mW	hold WS [ps]
after floorplan	4280	1.54	454
after global routing	6800	3.04	513
after CTS	6800	2.93	504
final	6800	2.87	500
after global placement	6510	2.01	485
after detailed placement	6510	2.02	491
Power figures rest on the tool's default switching activity, not on a simulated workload.
