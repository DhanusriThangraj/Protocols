==> design.v <==
module Slave #(parameter DATA = 32, ADDR =32)(
    input wire             pclk,
    input wire             presetn,
    input wire [ADDR-1:0]  paddr,
    input wire             pwrite,
    input wire [DATA-1:0]  pwdata,
    input wire             psel,
    input wire             penable,
    output reg [DATA-1:0]  prdata,
    output reg             pready
);
    reg [DATA-1:0] mem [0:255];
  always @(posedge pclk or negedge presetn) begin
    if(!presetn) begin
        pready <= 0;
        prdata <= 0;
    end else begin
        if(psel && penable) begin
            pready <= 1;
            if(pwrite)
                mem[paddr] <= pwdata;  
            else
                prdata <= mem[paddr]; 
        end else begin
            pready <= 0;
        end
    end
end
endmodule
==> run.sh <==
#!/bin/bash
# OpenROAD 26Q1-2900-gdf79404cd8, Yosys 0.63+post, stock flow scripts
make -C /OpenROAD-flow-scripts/flow DESIGN_CONFIG=/design/flow/config.mk WORK_HOME=/design/flow/orfs finish
==> config.mk <==
export PLATFORM = sky130hd
export DESIGN_NAME = Slave
export DESIGN_NICKNAME = Slave
export VERILOG_FILES = /design/flow/design.v
export SDC_FILE = /design/flow/constraint.sdc
export NUM_CORES = 4
export LEC_CHECK = 1
export CORE_UTILIZATION = 50
==> constraint.sdc <==
current_design Slave

set clk_period 2.4
set clk_io_pct 0.2

create_clock -name clk0 -period $clk_period [get_ports {pclk}]

set non_clock_inputs [all_inputs -no_clocks]
set_input_delay [expr $clk_period * $clk_io_pct] -clock clk0 $non_clock_inputs
set_output_delay [expr $clk_period * $clk_io_pct] -clock clk0 [all_outputs]
==> reports/results.ini <==
[setup_path]
setup.worst_path.class=reg -> reg
arrival_ns=4.51
crit_family=simple AND/OR/NAND/NOR gates
cp_num_cells=8
worstSetupStartpointType=register
crit_required_ns=3.52
worstPathCellList=a22oi_2 -> o22ai_4 -> or4_4 -> nor4_4 -> buf_6 -> nand4_1 -> buf_12 -> o221a_4
cp-end-kind=register
critPathMaxStageDelay_ns=0.56
critPathMaxFanout=1
r2r_cells=8
path_buffers=2
crit_slowest_cell=nand4_1

[placement]
port_buffers=77
hpwl_um=1080000
gp_congestion=1.12
place_ws_ns=-3.19
dp_cells=28100

[drt]
vias_per_cell=6.87
drcViolationCount=0
vias=207000
routed_wirelength_um=1500000
first_iter_violations=18200
wl_per_cell_um=50.0
dr.pass1.iters=8
drt.antenna.violating_nets=0

[power_and_ir_drop]
seq_power_share_pct=52.9
comb_power_share_pct=4.7
clkPwrFrac_pct=42.4
power_density_nw_per_um2=759
p_sw_mw=67.2
p_leak_nw=130
p_sw_share_pct=22.4
vdd_drop_max_v=0.000943
finalPower_mw=300
internal_power_mw=232

[clocking]
clkSlewWorstSetupHoldPaths_ns=0.07
cts.path.max_buffers=4
ctsHtreeMaxLevel=6
cts_tree=done
cts_sinks=8225
cts-root-buf=clkbuf_16
clk_latency_ns=1.25
cts_buffers=825

[run]
warnings=78
maxCapViolCount=1

[timing]
worst_pin_slew_ns=1.50
setup_viol=63
rsz0062_at_grt=yes
relSlewSlack_pct=-0.158
slew_viol_final=1
fin_crit_ns=3.40
hold_ws_ns=0.150
final.period_utilization_pct=142
fin_ws_ns=-0.996
fin_skew_ns=0.0833
max_freq_mhz=294
final_hold_viol_count=0

[yosys]
ys_cells=17600
yosys.area_share.adder_pct=0
logic_family=AND-OR/OR-AND gates
synth_area_um2=305000
ys_sh_mux_pct=0.135
syn-mean-instance-area_um2=17.4
edf_count=8192
xor_area_share_pct=0
yosysWarnings=2
simple_gate_share_pct=7.03
synth_cell_type_count=77
ys_seq_elements=8225
flop_cell=edfxtp_1
syn_inst=17600
synthAoiAreaFrac_pct=10.0
async_flop_share_pct=0.401
ys_seq_share_pct=80.9
ys_area_um2=305000

[layout]
combGateArea_um2=59700
instances_no_fill=30100
mostFrequentLayoutCell=edfxtp_1
drive_gt1_share_pct=28.2
seqCellArea_um2=247000
lay_top_cells=edfxtp_1, buf_4, a22oi_1
fillers=40400
syn_to_final_growth_pct=29.3

[floorplanning]
rows=286
die_w_um=783
design.core.area_um2=607000
fp.dieH_um=783
fp_util_pct=50.2
die_area_um2=613000
io_pins=102

[global_route]
grt_pass1_vias=210000
met1_usage_pct=57.5
global_route.usage.met2_pct=65.3
antenna_found_initial=140
grt_pass1_wl_um=1930000
grt_overflow=0
grt_max_degree=114
grt_use_total_pct=54.9
grt_most_used_layer=met2
met3_usage_pct=54.2

[run_status]
violations=capacitance limit, slew limit, setup timing
status=finished with violations

[min_path]
hold_class=in -> reg
min_path_cells=2

==> logic make-up after synthesis <==
| kind of cell | count (synthesis) |
|---|---|
| flip-flops | 8225 |
| AND/OR/NAND/NOR | 3905 |
| AND-OR/OR-AND | 4091 |
| buffers and inverters | 1299 |
| multiplexers | 39 |
==> metal layers <==
metal  vias up  share of wire (%)
li1      81100                  -
met1    101000                 26
met2     19800                 40
met3      4428                 23
met4       388                9.4
met5         -                1.4
==> registers in the layout, indices dropped and copies added (netlist names) <==
| register | cells |
|---|---|
| mem | 8192 |
| prdata | 32 |
| pready | 1 |
==> final timing paths <==
check                                   end  slack (ns)        start
worst min register to register   prdata[11]        0.57   mem[0][11]
worst max register to register   prdata[25]        -1.0  mem[66][25]
worst min-delay path            mem[185][9]        0.15    pwdata[9]
min in group asynchronous            pready        0.54      presetn
worst max-delay path             prdata[25]        -1.0  mem[66][25]
max in group asynchronous        prdata[16]        1.28      presetn
==> power groups by stage <==
stage         logic (mW)  registers [mW]  clock network, mW
CTS                 13.0             158                127
global route        13.9             158                132
finish              14.1             159                127
==> cell type report <==
cell class	instances	area share, %
Antenna cell	174	0.110
Clock buffer	998	5.42
Clock inverter	518	1.29
Multi-Input combinational cell	8036	15.1
Sequential cell	8225	62.6
Tap cell	8064	2.56
Timing Repair Buffer	4040	12.9
==> cell usage after synthesis, types with 27 or more instances <==
cell type / number / area share (%)
edfxtp_1: 8192 / 81
a22oi_1: 2196 / 5.4
nand3_1: 1438 / 2.4
clkbuf_1: 537 / 0.66
and3_1: 522 / 1.1
nand4_1: 516 / 1.1
buf_2: 514 / 0.84
a21oi_1: 415 / 0.68
nor2_1: 343 / 0.42
nand2_1: 312 / 0.38
o22ai_1: 305 / 0.63
a22o_1: 285 / 0.82
nor4_1: 244 / 0.50
buf_1: 197 / 0.24
nor3_1: 179 / 0.29
a2111oi_0: 171 / 0.49
a32oi_1: 169 / 0.49
or4_1: 125 / 0.31
a222oi_1: 106 / 0.35
o21ai_0: 94 / 0.15
a221oi_1: 66 / 0.19
o22a_1: 62 / 0.18
o211ai_1: 58 / 0.14
or3_1: 51 / 0.10
and4_1: 38 / 0.11
dfrtp_1: 33 / 0.27
o221ai_1: 27 / 0.078
==> stage by stage <==
stage                     area (µm²)  setup TNS, ns  util [%]
after detailed placement      360000       -6171.39      59.3
after global routing          394000         -13.98      64.9
after CTS                     391000         -10.39      64.4
after global placement        360000       -6157.97      59.3
after floorplan               308000       -5772.28         -
final                         395000         -16.16      65.0
==> repair_timing <==
item | 4_1_cts | 5_1_grt
hold endpoints to repair | 3248 | 0
hold buffers | 36 | 0
gates cloned | 6 | 12
gates resized | 817 | 342
buffers inserted | 119 | 125
pin swaps | 218 | 169
endpoints found under the setup margin | 653 | 68
Power figures rest on the tool's default switching activity, not on a simulated workload.
