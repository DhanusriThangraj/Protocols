==> design/flow/design.v <==
module axi_lite_slave (
  input              aclk,
  input              areset,
  input  [31:0]      awaddr,
  input              awvalid,
  output reg         awready,
  input  [31:0]      wdata,
  input  [3:0]       wstrb,
  input              wvalid,
  output reg         wready,
  output reg         bvalid,
  input              bready,
  output reg [1:0]   bresp,
  input  [31:0]      araddr,
  input              arvalid,
  output reg         arready,
  output reg [31:0]  rdata,
  output reg         rvalid,
  input              rready,
  output reg [1:0]   rresp,
  output reg aw_done, w_done
);
  reg [31:0] ram [0:31];
  reg addr_locked;
  reg [31:0] awaddr_reg;
  reg [31:0] araddr_reg;
  always @(posedge aclk or posedge areset) begin
    if (areset) begin
      awready <= 0;
      wready  <= 0;
      bvalid  <= 0;
      bresp   <= 2'b00;
      arready <= 0;
      rvalid  <= 0;
      rresp   <= 2'b00;
      rdata   <= 0;
      aw_done <= 0;
      w_done  <= 0;
addr_locked <= 0;
    end
    else begin
   if (awvalid && !awready && !addr_locked) begin
       awready     <= 1;
       awaddr_reg  <= awaddr;
       addr_locked <= 1;   
       aw_done     <= 1;
end
else begin
  awready <= 0;
end
    if (wvalid && !wready && addr_locked) begin
       wready <= 1;
  if (wstrb[0]) ram[awaddr_reg[6:2]][7:0]   <= wdata[7:0];
  if (wstrb[1]) ram[awaddr_reg[6:2]][15:8]  <= wdata[15:8];
  if (wstrb[2]) ram[awaddr_reg[6:2]][23:16] <= wdata[23:16];
  if (wstrb[3]) ram[awaddr_reg[6:2]][31:24] <= wdata[31:24];
  w_done <= 1;
end
else begin
  wready <= 0;
end
      if (aw_done && w_done && !bvalid) begin
        bvalid <= 1;
        bresp  <= 2'b00;  
      end
      if (bvalid && bready) begin
        bvalid  <= 0;
        aw_done <= 0;
        w_done  <= 0;
       addr_locked <= 0;   
      end
      if (arvalid && !arready) begin
        arready    <= 1;
        araddr_reg <= araddr;
      end
      else begin
        arready <= 0;
      end
      if (arready && arvalid && !rvalid) begin
        rdata  <= ram[araddr_reg[6:2]];
        rvalid <= 1;
        rresp  <= 2'b00;  
      end
      if (rvalid && rready) begin
        rvalid <= 0;
      end
    end
  end
endmodule
==> design/flow/run.sh <==
#!/bin/bash
# OpenROAD 26Q1-2900-gdf79404cd8, Yosys 0.63+post, stock flow scripts
make -C /OpenROAD-flow-scripts/flow DESIGN_CONFIG=/design/flow/config.mk WORK_HOME=/design/flow/orfs finish
==> design/flow/config.mk <==
export PLATFORM = sky130hd
export DESIGN_NAME = axi_lite_slave
export DESIGN_NICKNAME = axi_lite_slave
export VERILOG_FILES = /design/flow/design.v
export SDC_FILE = /design/flow/constraint.sdc
export NUM_CORES = 4
export LEC_CHECK = 1
export CORE_UTILIZATION = 40
==> design/flow/constraint.sdc <==
current_design axi_lite_slave

set clk_period 5.1
set clk_io_pct 0.2

create_clock -name clk0 -period $clk_period [get_ports {aclk}]

set non_clock_inputs [all_inputs -no_clocks]
set_input_delay [expr $clk_period * $clk_io_pct] -clock clk0 $non_clock_inputs
set_output_delay [expr $clk_period * $clk_io_pct] -clock clk0 [all_outputs]
==> summary.json <==
{
  "synth": {
    "synth_flops": 1073,
    "synth.largest_area_cell": "sky130_fd_sc_hd__edfxtp_1",
    "yosys.stat.seqShare_pct": 79.3,
    "postSynthAreaPerCell_um2": 16.6,
    "topCellsByArea": "sky130_fd_sc_hd__edfxtp_1, sky130_fd_sc_hd__a22oi_1, sky130_fd_sc_hd__dfrtp_1",
    "synthesis.area_um2": 40400,
    "synthDominantCellAreaShare_pct": 76.8,
    "yosysWarningCount": 2,
    "edf_count": 1034,
    "ys_area_um2": 40400,
    "async_set_or_reset_flop_fraction_in_the_synthesized_netlist_pct": 3.63,
    "yosysCellCount": 2432,
    "synth.lib_cells_used.distinct": 52,
    "synthesis.instances": 2432,
    "synthFlopType": "sky130_fd_sc_hd__edfxtp_1"
  },
  "routing": {
    "wl_per_cell_um": 31.6,
    "drt_wl_total_um": 129000,
    "detail_route.first_pass.iterations": 5,
    "post-route-drc-count": 0,
    "routed_vias": 24100,
    "starting_drc_count_in_detailed_routing": 1982,
    "postRouteAntennaNets": 0,
    "routed_via_density": 5.90
  },
  "critical_path": {
    "setup.reg_to_reg.worst_slack_ns": 1.53,
    "timing.setup.critical_path_class": "reg -> reg",
    "setup.worst_path.end_class": "flip-flop",
    "timing.critical_path.arrival_ns": 4.19,
    "crit-reg2reg-capture": "rdata[5]$_DFFE_PP0P_",
    "timing.critical_path.cells": "buf_4 -> or3b_1 -> nor2_2 -> buf_4 -> a221oi_1 -> o211ai_1 -> nor4_1 -> o21ai_1",
    "critical_path_buf_inv_count": 2,
    "path_max_fanout": 32,
    "cpPeakStageDelay_ns": 0.76,
    "timing.critical_path.slowest_stage_cell": "sky130_fd_sc_hd__nor2_2",
    "worst_setup_path_start_kind": "flip-flop",
    "crit-reg2reg-launch": "araddr_reg[2]$_DFFE_PP_",
    "worst-endpoint-required_ns": 5.72,
    "critical_path_depth": 8,
    "timing.critical_path.mode_cell": "sky130_fd_sc_hd__buf_4",
    "worst_path_dominant_cell_family": "simple AND/OR/NAND/NOR gates",
    "worstRegToRegCells": 8
  },
  "hold_path": {
    "worst_hold_path.num_cells": 2,
    "hold_start": "rdata[10]$_DFFE_PP0P_",
    "min_delay_worst_endpoint": "rdata[10]$_DFFE_PP0P_",
    "hp-class": "reg -> reg"
  },
  "placed_design": {
    "numPortBuffers": 91,
    "globalplace.congestion": 1.00,
    "placed_cells_incl_taps": 3887,
    "dp.final_hpwl_um": 83600,
    "placed_area_um2": 43900
  },
  "finish": {
    "largest_register_ffs": 1024,
    "filler_cell_count": 8154,
    "final-comb-area_um2": 7760,
    "non_filler_cell_area_final_um2": 47500,
    "areaGrowthSynthToFinish_pct": 17.6,
    "drive_above_1_share_pct": 16.0,
    "finalNonFillerCells": 4086,
    "final-seq-area_um2": 32000
  },
  "cts": {
    "clk_transition_reported_paths_ns": 0.06,
    "cts_resized": 0,
    "holdBufCountCts": 0,
    "tritoncts.num_buffers": 107,
    "clock_path_buffers": 3,
    "cts_sinks": 1073,
    "cts_htree_levels": 3,
    "cts.root.buffer_cell": "sky130_fd_sc_hd__clkbuf_16",
    "tritoncts": "built",
    "clk_latency_ns": 0.70,
    "post_cts.repair.setup_buffers": 0
  },
  "floorplan": {
    "dieHeight_um": 320,
    "core_area_um2": 100000,
    "row_count": 116,
    "die.size.x_um": 320,
    "chipArea_um2": 102000,
    "floorplan.core_util_pct": 40.3,
    "design.portCount": 150
  },
  "timing": {
    "minimum_period_implied_by_the_final_worst_setup_slack_ns": 3.57,
    "max-slew-margin-rel_pct": 23.3,
    "setup_viol": 0,
    "grt_setup_unrepaired": "false",
    "slew_viol_final": 0,
    "max_slew.worst_pin.slew_ns": 1.15,
    "achievable-frequency_mhz": 280,
    "setup_total_negative_slack_ns": 0,
    "hold_ws_ns": 0.488,
    "period_used_pct": 70.0,
    "final_hold_viol_count": 0,
    "finalClockSkew_ns": 0.0323
  },
  "pwr": {
    "power_density_nw_per_um2": 390,
    "fin_total_pwr_mw": 18.5,
    "p_leak_nw": 15.5,
    "power.ir.vdd_worst_mv": 0.316
  },
  "outcome": {
    "result_of_the_run": "finished, final reports clean"
  },
  "run": {
    "log.warning_count": 80,
    "timing.max_cap.violations": 0
  },
  "global_routing": {
    "overflow_after_grt": 0,
    "antenna_found_initial": 2,
    "grt_start_max_net_pins": 59,
    "global_router_s_overall_resource_usage_pct": 27.8,
    "first_pass_grt_wire_length_um": 180000,
    "grt_pass1_vias": 25300
  }
}
## cells by family after synthesis
logic type,after synthesis,share of synthesized area (%)
AND-OR/OR-AND,573,10.5
buffers and inverters,151,1.82
flip-flops,1073,79.3
multiplexers,60,1.56
other,1,0.00928
AND/OR/NAND/NOR,574,6.87
## through the flow
step	util, %	worst slack (ns)
2_1_floorplan	-	1.89
3_3_place_gp	43.9	1.31
3_5_place_dp	43.9	1.22
4_1_cts	47.4	1.56
5_1_grt	47.4	1.32
6_report	47.4	1.53
## area by class of cell
type	count	area share [%]
Antenna cell	1	0.00527
Multi-Input combinational cell	1211	16.3
Tap cell	1298	3.42
Clock buffer	132	6.00
Timing Repair Buffer	302	5.28
Sequential cell	1073	67.4
Inverter	3	0.0237
Clock inverter	66	1.53
## layer usage
| layer | wire length, um | global-route usage, % | vias to the layer above |
|---|---|---|---|
| met4 | 5520 | 9.12 | 18 |
| met3 | 24700 | 23.3 | 294 |
| met2 | 58500 | 39.8 | 1854 |
| met1 | 39800 | 30.5 | 11600 |
| met5 | 642 | 4.54 | - |
| li1 | - | - | 10300 |
## where the power goes
part	switching, mW	internal [mW]
clock	3.30	4.60
combinational	0.493	0.314
sequential	0.0736	9.76
total	3.87	14.7
## worst reg2reg max path: cells and delay by family, from the launching register on
| family | cells | cell delay, ns |
|---|---|---|
| simple gates | 3 | 1.43 |
| compound gates | 3 | 0.55 |
| buf+inv | 2 | 0.96 |
| flops | 1 | 0.57 |
## how the worst max path moves through the flow
stage / start / to / slack (ns)
4_1_cts: araddr_reg[2]$_DFFE_PP_ / rdata[5]$_DFFE_PP0P_ / 1.56
5_1_grt: araddr_reg[2]$_DFFE_PP_ / rdata[2]$_DFFE_PP0P_ / 1.32
6_report: araddr_reg[2]$_DFFE_PP_ / rdata[5]$_DFFE_PP0P_ / 1.53
## cell usage in the layout (no fill, tap or decap), drive strengths merged, types with 4 or more instances in the layout
cell,synthesis,layout
mux2i,37,37
nor3,19,19
edfxtp,1034,1034
o22ai,14,14
clkinvlp,0,6
a21oi,45,45
a22oi,334,334
nand3,53,53
dfrtp,39,39
bufinv,0,12
nor4,24,24
a2111oi,9,9
o2bb2ai,9,9
or3,23,23
nand2,139,139
inv,3,11
buf,87,211
nand4,37,37
a222oi,5,5
nand2b,13,13
nor2b,15,15
a32oi,14,14
clkdlybuf4s50,0,91
nor3b,6,6
nand3b,4,4
mux2,23,23
o211ai,18,18
and3,30,30
a22o,29,29
nor2,195,195
a221oi,26,26
a221o,9,9
clkbuf,61,132
o21ai,53,53
a31oi,4,4
and2,7,7
clkinv,0,40
conb,1,4
## Yosys cell counts, drive strengths merged (3+ instances only)
master   count
a2111oi      9
a211oi       3
a21oi       45
a221o        9
a221oi      26
a222oi       5
a22o        29
a22oi      334
a31oi        4
a32oi       14
and2         7
and3        30
buf         87
clkbuf      61
dfrtp       39
edfxtp    1034
inv          3
mux2        23
mux2i       37
nand2      139
nand2b      13
nand3       53
nand3b       4
nand4       37
nor2       195
nor2b       15
nor3        19
nor3b        6
nor4        24
o211ai      18
o21ai       53
o22ai       14
o2bb2ai      9
or3         23
or3b         3
No activity file was given, so power comes from the tool's default toggle rates.
